==> flow/config.mk <==
export PLATFORM = sky130hd
export DESIGN_NAME = lcd_only
export DESIGN_NICKNAME = lcd_only
export VERILOG_FILES = /design/flow/design.v
export SDC_FILE = /design/flow/constraint.sdc
export NUM_CORES = 4
export LEC_CHECK = 1
export CORE_UTILIZATION = 50
==> flow/constraint.sdc <==
current_design lcd_only

set clk_period 3.8
set clk_io_pct 0.2

create_clock -name clk0 -period $clk_period [get_ports {clk}]

set non_clock_inputs [all_inputs -no_clocks]
set_input_delay [expr $clk_period * $clk_io_pct] -clock clk0 $non_clock_inputs
set_output_delay [expr $clk_period * $clk_io_pct] -clock clk0 [all_outputs]
==> flow/design.v <==
module lcd_only (
    input wire clk,           
    input wire reset,         
    output reg rs,            
    output reg rw,            
    output reg en,            
    output reg [7:0] data,    
    output reg done           
);
    localparam INIT = 3'b000;
    localparam COMMAND = 3'b001;
    localparam DATA = 3'b010;
    localparam WAIT = 3'b011;
    reg [2:0] state;
    integer count;            
    reg [15:0] delay_count;   
    always @(posedge clk or posedge reset) begin
        if (reset) begin
            state <= INIT;      
            count <= 0;         
            delay_count <= 0;   
            en <= 0;            
            done <= 0;
        end else begin
            case (state)
                INIT: begin
                    rs <= 0;
                    rw <= 0;
                    en <= 1;
                    data <= 8'h38;  
                    state <= COMMAND;
                    delay_count <= 0;  
                end
                COMMAND: begin
                    en <= 0;   
                    delay_count <= delay_count + 1;
                    if (delay_count == 50000) begin  
                        delay_count <= 0;
                        if (count == 0) begin
                            data <= 8'h0C;   
                            count <= count + 1;
                        end else if (count == 1) begin
                            data <= 8'h01;   
                            count <= count + 1;
                        end else if (count == 2) begin
                            data <= 8'h06;   
                            count <= count + 1;
                        end else if (count == 3) begin
                            state <= DATA;  
                            count <= 0;
                        end
                        en <= 1;   
                    end
                end
                DATA: begin
                    en <= 1;
                    rs <= 1;    
                    rw <= 0;    
                    if (count <= 6) begin
                        case (count)
                            0: data <= "W";
                            1: data <= "A";
                            2: data <= "S";
                            3: data <= "H";
                            4: data <= "I";
                            5: data <= "N";
                            6: data <= "G";
                        endcase
                        count <= count + 1;   
                        state <= WAIT;        
                    end else begin
                        state <= WAIT;   
                        done <= 1;       
                    end
                end
                WAIT: begin
                    en <= 0;            
                    delay_count <= delay_count + 1;  
                    if (delay_count == 50000 && counte <= 6) begin  
                        state <= DATA;  
                        delay_count <= 0;   
                    end
                    else if(count > 6) begin
                        state <= WAIT;
                    end
                end
            endcase
        end
    end
endmodule
==> flow/run.sh <==
#!/bin/bash
# OpenROAD 26Q1-2900-gdf79404cd8, Yosys 0.63+post, stock flow scripts
make -C /OpenROAD-flow-scripts/flow DESIGN_CONFIG=/design/flow/config.mk WORK_HOME=/design/flow/orfs finish
==> Changelog: implementation <==
### Metrics

- PD cells: 367.9 mW/mm^2
- IO Count: 14
- Final Non-Filler Cells: 466
- Critical Path Sink: count[3]$_DFFE_PP0P_
- Hold-fix buffers at CTS: 0
- Register share after synthesis: 46.34%
- Worst path top cell family by delay: AND-OR/OR-AND gates
- Die Wd: 84.91 um
- Main synth FF type: dfrtp_1
- Ys Warns: 3
- Post-CTS Setup Bufs: 0
- Worst EP arrival: 3.11 ns
- Final HPWL from detailed placement: 4.925 mm
- Max_cap viols: 0
- Wire length per cell: 15.64 um
- Hold depth: 1
- Peak VDD IR: 225.4 uV
- Netlist Area Pre-Place: 0.003437 mm^2
- Slowest stage delay, CP: 0.75 ns
- Status: finished, final reports clean
- Min Clock Period, post-route: 2.859 ns
- Log Warnings: 29
- Clock sinks: 62
- Root Driver: clkbuf_8
- Dominant cell type by area after synthesis: dfrtp_1
- DR vias/cell: 6.002
- Max clock buf depth: 2
- Setup tns final: 0 ns
- Initial Util: 52.92%
- Max Slew Vio Count: 0
- CTS buffer count: 9
- Ratio of cells with drive above 1 in the final layout: 10.28%
- Cts repair resizes: 0
- Number of global-route vias before repair: 2639
- GP Congestion: 0.8277
- H-tree depth: 3
- Yosys stat chip area: 0.003437 mm^2
- ANT nets after route: 0
- Dpl cells: 450
- Design Power: 1.381 mW
- List of most frequent post-synthesis cells: dfrtp_1 (53), nand2_1 (53), o21ai_0 (37), a21oi_1 (33), nor2_1 (23)
- Post-Syn Area per Cell: 9.165 um^2
- RSZ-0062 raised after global routing: no
- Final Util: 57.79%
- Slew margin rel.: 41.47%
- Clk latency late pin: 0.33 ns
- Final Hold Viols: 0
- Buffer-and-inverter tally for the worst setup path: 2
- Number of iterations in the first detailed-routing pass: 14
- Critical path class: reg -> reg
- Cell row count: 29
- Crit-path cells: inv_1 -> ha_1 -> or3_1 -> nor2_1 -> o32a_1 -> a211oi_4 -> buf_4 -> a41oi_1 -> a21oi_1
- Largest net degree at the start of global routing: 36
- TritonCTS clock tree: built
- Core area: 0.006495 mm^2
- R2R setup slack: 0.94 ns
- Top cell area share: 38.59%
- Total die size: 0.007210 mm^2
- Worst EP required: 4.05 ns
- Total number of vias: 2797
- Top cells, area: dfrtp_1 (39%), edfxtp_1 (7.0%), nand2_1 (5.8%), o21ai_0 (5.4%), a21oi_1 (4.8%)
- Ys flops: 62
- Worst r2r src: count[0]$_DFFE_PP0P_
- Initial antenna violation count: 0
- Final Cycle Share: 75.24%
- Crit-path slowest cell: a211oi_4
- Number of cells on the critical path: 9
- Setup-failing EPs final: 0
- CP Launch Point: count[0]$_DFFE_PP0P_
- R2R cell count: 9
- Initial detailed-routing violation count: 138
- Worst-path clk slew: 0.06 ns
- R2r endpoint: count[3]$_DFFE_PP0P_
- First-pass GRT wire length: 12.81 mm
- Post-route DRC: 0
- Ys async rst share: 87.10%
- Dpl cell area: 0.003572 mm^2
- Grt ovf: 0
- Synth-to-layout area growth: 9.210%
- Setup Skew: 0.008284 ns
- Startpoint Class: register
- # Cells Yosys: 375
- Highest Clock Rate: 0.3498 GHz
- Worst Max-Slew Pin Slew: 0.8751 ns
- Diodes inserted: 0
- Post-synth EDFFs: 8
- Distinct lib cells: 53
- GRT Overall Usage: 22.86%
- Hold WC Path Type: reg -> reg
- Total routed wirelength: 7.287 mm
- Cell area after layout: 0.003754 mm^2
- CP endpoint kind: register
- Leak: 1.604 nW
- Port Buffer Count: 11
- Die Ht: 84.91 um
- Critical path peak fanout: 19
- Post-Synthesis Cells: 375
metal layers:
layer,global-route usage (%),routed length [um],up-vias
met5,0,0,-
met4,3.082,78,0
met3,3.554,459,9
met2,33.11,3071,86
met1,39.45,3677,1326
li1,-,-,1376
worst reg2reg max path, delay by kind of cell (launching register included):
family | cells | cell delay, ns
AOI/OAI and AO/OA | 4 | 1.35
and+or+nand+nor | 2 | 0.31
buffers and inverters | 2 | 0.41
adders and majority gates | 1 | 0.29
DFF | 1 | 0.43
layout make-up:
type	instances	area [um^2]
Sequential cell	62	1593
Clock inverter	5	50.05
Fill cell	574	2741
Clock buffer	11	131.4
Timing Repair Buffer	16	147.6
Tap cell	77	96.34
Multi-Input combinational cell	282	1687
Inverter	13	48.80
worst min-delay path by stage:
| stage | from | end |
|---|---|---|
| after CTS | done$_DFFE_PP0P_ | done$_DFFE_PP0P_ |
| after global routing | done$_DFFE_PP0P_ | done$_DFFE_PP0P_ |
| final | done$_DFFE_PP0P_ | done$_DFFE_PP0P_ |
where the power goes:
part / internal [mW] / switching, mW / total (mW)
Sequential: 0.704 / 0.0394 / 0.744
Combinational: 0.0396 / 0.0493 / 0.0889
Clock: 0.299 / 0.250 / 0.549
sequential cells by signal, summed over array words and instances, names as in the netlist:
signal and flops:
rs 1, delay_count 16, done 1, data 7, state 4, en 1, count 32
per-stage QoR:
step	hold slack (ns)	worst slack (ns)
5_1_grt	0.5090	0.6966
3_5_place_dp	0.4570	0.9761
4_1_cts	0.4735	0.9566
3_3_place_gp	0.4534	0.9849
6_report	0.4726	0.9410
2_1_floorplan	0.4084	1.527
logic make-up after synthesis:
family                   count (synthesis)  synth area share (%)
AND-OR/OR-AND                          105                 19.04
XOR/XNOR                                14                 3.568
multiplexers                             1                0.3276
other                                    1                0.1091
adder cells (fa/ha/maj)                  6                 2.184
AND/OR/NAND/NOR                        153                 23.63
buffers and inverters                   33                 4.805
flip-flops                              62                 46.34
cell usage in the layout, fill, tap and decap left out, drive strengths merged, types with 2 or more instances in the layout:
| cell | n |
|---|---|
| nand4 | 10 |
| or3 | 5 |
| edfxtp | 8 |
| dfrtp | 53 |
| clkinv | 5 |
| a22o | 3 |
| nor4 | 8 |
| nor4b | 2 |
| and2 | 5 |
| clkdlybuf4s50 | 11 |
| o211ai | 3 |
| a31oi | 7 |
| nand2b | 5 |
| conb | 3 |
| a41oi | 6 |
| nand3 | 16 |
| xnor2 | 8 |
| xor2 | 6 |
| ha | 6 |
| and3 | 10 |
| clkbuf | 11 |
| nor3 | 11 |
| nor2 | 23 |
| nand2 | 53 |
| buf | 5 |
| a21oi | 37 |
| o21ai | 37 |
| and4 | 2 |
| a21o | 2 |
| inv | 12 |
Power is estimated from default activity; no workload was simulated.
