==> flow/design.v <==
module WashingMachineWithLCD(
    input clk,               
    input reset,             
    input power,             
    input water_full,        
    input detergent_full,    
    output reg rs,           
    output reg rw,           
    output reg en,           
    output reg [7:0] data_out  
);
    reg [1:0] state;        
    reg [3:0] count;        
    parameter WASH_TIME = 8'd100;  
    parameter SPINDRY_TIME = 8'd50;  
    parameter IDLE = 4'b0000;
    parameter WRITE_DATA = 4'b0001;
    initial begin
        state = 2'b00;       
        rs = 0;
        rw = 0;
        en = 0;
        data_out = 8'b00000000;  
        count = 4'b0000;    
    end
    always @(posedge clk or posedge reset) begin
        if (reset) begin
            state <= 2'b00;
            rs <= 0;
            rw <= 0;
            en <= 0;
            data_out <= 8'b00000000;  
            count <= 4'b0000;        
        end else if (power) begin
            count <= count + 1;  
            case (state)
                2'b00: begin  
                    if (water_full && detergent_full) begin
                        state <= 2'b01;  
                        data_out <= 8'b01001000;  
                        rs <= 1;  
                        rw <= 0;  
                        en <= 1;  
                        count <= 4'b0000;  
                    end
                end
                2'b01: begin  
                    if (count >= WASH_TIME) begin
                        state <= 2'b10;  
                        data_out <= 8'b01010010;  
                        count <= 4'b0000;  
                    end
                end
                2'b10: begin  
                    if (count >= SPINDRY_TIME) begin
                        state <= 2'b00;  
                        data_out <= 8'b00000000;  
                        count <= 4'b0000;  
                    end
                end
            endcase
        end
    end
    always @(posedge clk) begin
        if (en) begin
            en <= 0;  
        end else if (rs || rw) begin
            en <= 1;  
        end
    end
endmodule
==> flow/run.sh <==
#!/bin/bash
# OpenROAD 26Q1-2900-gdf79404cd8, Yosys 0.63+post, stock flow scripts
make -C /OpenROAD-flow-scripts/flow DESIGN_CONFIG=/design/flow/config.mk WORK_HOME=/design/flow/orfs finish
==> flow/config.mk <==
export PLATFORM = sky130hd
export DESIGN_NAME = WashingMachineWithLCD
export DESIGN_NICKNAME = WashingMachineWithLCD
export VERILOG_FILES = /design/flow/design.v
export SDC_FILE = /design/flow/constraint.sdc
export NUM_CORES = 4
export LEC_CHECK = 1
export CORE_AREA = 10 10 70 70
export DIE_AREA = 0 0 80 80
==> flow/constraint.sdc <==
current_design WashingMachineWithLCD

set clk_period 1.1
set clk_io_pct 0.2

create_clock -name clk0 -period $clk_period [get_ports {clk}]

set non_clock_inputs [all_inputs -no_clocks]
set_input_delay [expr $clk_period * $clk_io_pct] -clock clk0 $non_clock_inputs
set_output_delay [expr $clk_period * $clk_io_pct] -clock clk0 [all_outputs]
==> impl_metrics.env <==
# source this file to load flow results
export IMPL_p_int_w=0.000472
export IMPL_worst_path_stages=4
export IMPL_p_sw_w=0.000196
export IMPL_drt_pass1_iter_count=2
export IMPL_grt_pass1_wl_um=979
export IMPL_cts_buffer_depth=2
export IMPL_gp_congestion=0.764
export IMPL_crit_arrival_ns=1.75
export IMPL_yosys_stat_seqShare=0.286
export IMPL_place_area_um2=405
export IMPL_first_iter_violations=2
export IMPL_vias=232
export IMPL_cts_sinks=3
export IMPL_critPathBufInv=0
export IMPL_avgSynthCellArea_um2=9.73
export IMPL_hpwlAfterDp_um=510
export IMPL_hold_viol=0
export IMPL_p_per_area_nw_per_um2=1290
export IMPL_first_global_vias=249
export IMPL_path_cells="ha_2, or4b_4, a21oi_4, mux2i_1"
export IMPL_cts_root_buffer="clkbuf_4"
export IMPL_yosysUniqueCellTypes=10
export IMPL_overflow=0
export IMPL_status="finished with violations"
export IMPL_min_path_type="in -> async"
export IMPL_ys_chip_area_um2=263
export IMPL_antennaDiodeCount=0
export IMPL_fp_util=0.0769
export IMPL_cp_end_kind="flip-flop"
export IMPL_leakage_nw=0.245
export IMPL_ir_drop_mv=0.220
export IMPL_ys_cells=27
export IMPL_fin_crit_ns=1.61
export IMPL_skew_ns=0.00131
export IMPL_reg2regPathDepth=4
export IMPL_vias_per_cell=2.42
export IMPL_r2r_end="data_out[6]"
export IMPL_finalInstanceArea_um2=519
export IMPL_core_area_um2=3420
export IMPL_grt_start_max_net_pins=6
export IMPL_synthCells=27
export IMPL_swShare=0.293
export IMPL_clock_latency_late_pin_ns=0.23
export IMPL_cts_hold_buf=0
export IMPL_aoi_share=0.0333
export IMPL_ant_nets=0
export IMPL_p_clk_frac=0.283
export IMPL_row_count=21
export IMPL_route_detailed_drc=0
export IMPL_synth_warnings=3
export IMPL_area_growth_pct=97.6
export IMPL_cts_tree="yes"
export IMPL_comb_power_share=0.483
export IMPL_die_height_um=80
export IMPL_layoutNonFillerInstCount=96
export IMPL_setup_viol=6
export IMPL_htree_levels=1
export IMPL_mux_share=0.0762
export IMPL_fin_ws_ns=-0.505
export IMPL_maxCapViolCount=0
export IMPL_violations="setup timing"
export IMPL_die_area_um2=6400
export IMPL_max_stage_delay_ns=0.54
export IMPL_drt_total_wl_um=679
export IMPL_slowest_stage="or4b_4"
export IMPL_finalCritPeriodShare=1.46
export IMPL_r2r_slack_ns=-0.51
export IMPL_cp_start_kind="flip-flop"
export IMPL_critPathCapture="data_out[6]"
export IMPL_adder_share=0.238
export IMPL_clkTransAtPathRegs_ns=0.04
export IMPL_top_logic_kind="buffers and inverters"
export IMPL_wl_per_cell_um=7.07
export IMPL_simple_gate_area_frac=0.0667
export IMPL_dieWidth_um=80
export IMPL_grt_use_total=0.0195
export IMPL_seq_power_share=0.234
export IMPL_numPlacedInstances=84
export IMPL_critPathMaxFanout=5
export IMPL_synthXorXnorAreaFrac=0
export IMPL_rsz0062_at_grt="true"
export IMPL_cpLargestDelayFamily="simple AND/OR/NAND/NOR gates"
export IMPL_cp_startpoint="data_out[4]"
export IMPL_antenna_found_initial=0
export IMPL_drive_above_1_share=0.560
export IMPL_slew_violations=0
export IMPL_cts_buffers=3
export IMPL_portBuffers=8
export IMPL_numSynthFlops=3
export IMPL_io_pins=16
export IMPL_warnings=32
export IMPL_regToRegStartpoint="data_out[4]"
export IMPL_required_ns=1.25
export IMPL_synth_area_um2=263
export IMPL_critPathKind="reg -> reg"
export IMPL_max_freq_mhz=623
[cell families after synthesis]
| kind of cell | Yosys count |
|---|---|
| compound gates | 1 |
| flops | 3 |
| mux | 2 |
| other cells | 1 |
| buf+inv | 12 |
| simple gates | 3 |
| fa+ha+maj | 5 |
[synthesized netlist by cell type (all sizes together)]
master  count  share of area
inv         4          0.057
a21oi       1          0.033
buf         8           0.23
or4b        1          0.038
nor2        1          0.014
dfrtp       3           0.29
mux2i       2          0.076
nand2       1          0.014
conb        1          0.014
ha          5           0.24
[per-stage QoR]
step	total power, W	TNS (ns)	hold WS [ns]	setup WS [ns]	utilization
global route	0.000730	-2.04	0.180	-0.590	0.152
global placement	0.000374	-1.78	0.423	-0.521	0.119
CTS	0.000603	-1.81	0.169	-0.540	0.138
floorplan	0.000269	-1.28	-0.0264	-0.451	-
detailed placement	0.000392	-1.90	0.420	-0.549	0.119
finish	0.000668	-1.73	0.172	-0.505	0.152
[placed cells by master, fill, tap and decap left out, drive strengths merged]
cell type / count
a21oi: 1
buf: 16
clkbuf: 4
clkdlybuf4s50: 4
conb: 7
dfrtp: 3
dlygate4sd2: 1
ha: 5
inv: 4
mux2i: 2
nand2: 1
nor2: 1
or4b: 1
[sequential cells by signal, summed over array words and instances, names as in the netlist]
name / flops
data_out: 2
state: 1
[layer usage]
layer,global-route usage,share of wire,vias to the layer above
li1,-,-,113
met1,0.0233,0.48,107
met2,0.0233,0.38,12
met3,0.0205,0.14,0
met4,0.00352,0,0
met5,0,0,-
[repair_timing]
item | in CTS | in global routing
setup buffers | 6 | 5
resized | 14 | 7
pin swaps | 2 | 1
setup endpoints to repair | 7 | 7
[area by class of cell]
cell class | count | area (um^2)
fill | 389 | 2900
timing repair buffer | 21 | 188
multi-input combinational | 18 | 156
sequential | 3 | 76.3
tap | 46 | 57.6
clock buffer | 4 | 26.3
inverter | 4 | 15.0
[power groups by stage]
| stage | clock (W) | sequential, W | combinational (W) |
|---|---|---|---|
| 4_1_cts | 0.000203 | 0.000156 | 0.000244 |
| 5_1_grt | 0.000218 | 0.000159 | 0.000353 |
| 6_report | 0.000189 | 0.000156 | 0.000323 |
[how the worst min path moves through the flow]
stage	start	to	depth (start not counted)	slack (ns)
6_report	reset	data_out[6]	2	0.17
4_1_cts	reset	data_out[6]	2	0.17
5_1_grt	reset	data_out[6]	2	0.18
No activity file was given, so power comes from the tool's default toggle rates.
