==> flow/design.v <==
module washing_machine(
    input clk,
    input reset,
    input power,
    input water_full,
    input detergent_full,
    output reg wash_ongoing,
    output reg spin_ongoing,
    output reg dry_ongoing,
    output reg finished,
    output reg [2:0] state 
);
    reg [31:0] clk_div;
    reg [3:0] counter;
    parameter IDLE = 4'b0000;
    parameter WRITE_DATA = 4'b0001;
   always @(posedge clk or posedge reset) begin
      if (reset) begin
        wash_ongoing <= 0;
        spin_ongoing <= 0;
        dry_ongoing <= 0;
        clk_div <=0;
        counter <= 0;
        finished <= 0;
        state <= 3'b000; 
      end 
      else if (power) begin
        case (state)
          3'b000: begin
            wash_ongoing <= 0;
            spin_ongoing <= 0;
            dry_ongoing <= 0;
            finished <= 0;
            if(water_full && detergent_full)begin
              state <= 3'b001;  
            end
            else begin
              state <= state;
            end
          end
          3'b001: begin
            wash_ongoing <= 1;
            spin_ongoing <= 0;
            dry_ongoing <= 0;
            finished <= 0;
            if(counter == 12) begin
              state <= 3'b010;  
              counter <= 0;
            end
            else begin
              state <= state;
              if(clk_div == 20000000) begin
                counter <= counter + 1;
                clk_div <= 0;
              end
              else begin
                clk_div <= clk_div+1;
              end
            end
          end
          3'b010: begin
            spin_ongoing <= 1;
            wash_ongoing <=0;
            dry_ongoing <= 0;
            finished <= 0;
            if(counter == 8) begin
              state <= 3'b011; 
              counter <= 0;
            end
            else begin
              if(clk_div == 20000000) begin
                counter <= counter + 1;
                clk_div <= 0;
              end
              else begin
                clk_div <= clk_div+1;
              end
            end
          end
          3'b011: begin
            dry_ongoing <= 1;
            spin_ongoing <= 0;
            wash_ongoing <=0;
            finished <= 0;
            if(counter == 8) begin
              state <= 3'b100;  
              dry_ongoing <= 0;
              counter <= 0;
            end
            else begin
              state <= state;
              if(clk_div == 20000000) begin
                counter <= counter + 1;
                clk_div <= 0;
              end
              else begin
                clk_div <= clk_div+1;
              end
            end
          end
          3'b100: begin
            dry_ongoing <= 0;
            spin_ongoing <= 0;
            wash_ongoing <= 0;
            finished <= 1;
          end
        endcase
      end
    end
endmodule
==> flow/run.sh <==
#!/bin/bash
# OpenROAD 26Q1-2900-gdf79404cd8, Yosys 0.63+post, stock flow scripts
make -C /OpenROAD-flow-scripts/flow DESIGN_CONFIG=/design/flow/config.mk WORK_HOME=/design/flow/orfs finish
==> flow/config.mk <==
export PLATFORM = sky130hd
export DESIGN_NAME = washing_machine
export DESIGN_NICKNAME = washing_machine
export VERILOG_FILES = /design/flow/design.v
export SDC_FILE = /design/flow/constraint.sdc
export NUM_CORES = 4
export LEC_CHECK = 1
export CORE_UTILIZATION = 50
==> flow/constraint.sdc <==
current_design washing_machine

set clk_period 2.6
set clk_io_pct 0.2

create_clock -name clk0 -period $clk_period [get_ports {clk}]

set non_clock_inputs [all_inputs -no_clocks]
set_input_delay [expr $clk_period * $clk_io_pct] -clock clk0 $non_clock_inputs
set_output_delay [expr $clk_period * $clk_io_pct] -clock clk0 [all_outputs]
==> flow_summary.html <==
<p>Metrics extracted from the flow reports.</p>
<table>
<tr><th>Metric</th><th>Value</th></tr>
<tr><th colspan="2">STA</th></tr>
<tr><td>Max-slew violation count</td><td>0</td></tr>
<tr><td>Max-slew headroom</td><td>61.5%</td></tr>
<tr><td>Sum of negative setup slack</td><td>0 ns</td></tr>
<tr><td>Post-Route Skew</td><td>0.00726 ns</td></tr>
<tr><td>Least-Margin Pin Slew</td><td>0.574 ns</td></tr>
<tr><td>Final count of hold timing violations</td><td>0</td></tr>
<tr><td>Upper clock frequency limit</td><td>452 MHz</td></tr>
<tr><td>RSZ-0062 raised after global routing</td><td>no</td></tr>
<tr><td>Final cycle utilization of the critical path</td><td>85.1%</td></tr>
<tr><td>Minimum period implied by the final worst setup slack</td><td>2.21 ns</td></tr>
<tr><td>Final setup violation count</td><td>0</td></tr>
<tr><th colspan="2">Placed design</th></tr>
<tr><td>Sum of net half-perimeters after detailed placement</td><td>3310 um</td></tr>
<tr><td>Count of input and output buffers</td><td>11</td></tr>
<tr><td>Area post-placement</td><td>2470 sq um</td></tr>
<tr><td>Final weighted congestion in routability-driven placement</td><td>0.828</td></tr>
<tr><th colspan="2">Clock network</th></tr>
<tr><td>Clock network latency to the later pin of the worst-skew pair</td><td>0.29 ns</td></tr>
<tr><td>Post-CTS Setup Inserts</td><td>0</td></tr>
<tr><td>Number of H-tree levels</td><td>2</td></tr>
<tr><td>Clock edge transition at the registers on the reported setup and hold paths</td><td>0.08 ns</td></tr>
<tr><td>Total number of clock tree sinks</td><td>43</td></tr>
<tr><td>Total clock buffers created by CTS</td><td>5</td></tr>
<tr><td>Total of hold buffers inserted after clock tree synthesis</td><td>0</td></tr>
<tr><td>Clock root buffer master</td><td>sky130_fd_sc_hd__clkbuf_8</td></tr>
<tr><td>TritonCTS clock tree</td><td>done</td></tr>
<tr><td>CTS Buffer Depth</td><td>2</td></tr>
<tr><td>Total of cells resized after clock tree synthesis</td><td>0</td></tr>
<tr><th colspan="2">Yosys</th></tr>
<tr><td>Chip area from the yosys synthesis statistics</td><td>2300 sq um</td></tr>
<tr><td>Number of synthesized register bits</td><td>43</td></tr>
<tr><td>Portion of the post-synthesis area used by sequential elements</td><td>46.8%</td></tr>
<tr><td>Post-Synthesis Cell Area</td><td>2300 sq um</td></tr>
<tr><td>Cell type with the largest total area after synthesis</td><td>sky130_fd_sc_hd__dfrtp_1</td></tr>
<tr><td>Ys flop type</td><td>sky130_fd_sc_hd__dfrtp_1</td></tr>
<tr><td>Cell total in the yosys stat output</td><td>233</td></tr>
<tr><td>Unique cell types</td><td>46</td></tr>
<tr><td>Cell types with the largest area share after synthesis</td><td>sky130_fd_sc_hd__dfrtp_1 (47%), sky130_fd_sc_hd__xnor2_1 (5.3%), sky130_fd_sc_hd__nand4_1 (3.8%)</td></tr>
<tr><td>Post-synth tally of flip-flops with integrated enable</td><td>0</td></tr>
<tr><td>Post-synthesis cell count</td><td>233</td></tr>
<tr><td>Async set-reset flop share out of synthesis</td><td>100%</td></tr>
<tr><td>Ys Warns</td><td>1</td></tr>
<tr><td>Top cell area share</td><td>46.8%</td></tr>
<tr><td>Mean cell area of the mapped netlist</td><td>9.87 sq um</td></tr>
<tr><th colspan="2">Critical path</th></tr>
<tr><td>Worst-path fanout max</td><td>7</td></tr>
<tr><td>Class of the most critical setup path</td><td>input port to flip-flop</td></tr>
<tr><td>Critical Path Max Stage Delay</td><td>0.58 ns</td></tr>
<tr><td>Kind of end point of the critical path</td><td>flip-flop</td></tr>
<tr><td>Standard cell with the maximum stage delay on the critical path</td><td>sky130_fd_sc_hd__clkdlybuf4s50_1</td></tr>
<tr><td>Worst endpoint required time</td><td>2.77 ns</td></tr>
<tr><td>Arr. time, crit path</td><td>2.39 ns</td></tr>
<tr><td>CP cell instances</td><td>clkdlybuf4s50_1 -&gt; nand2b_1 -&gt; nor3_1 -&gt; and3_1 -&gt; nand4_1 -&gt; xnor2_1</td></tr>
<tr><td>Nature of the critical path startpoint</td><td>input port</td></tr>
<tr><th colspan="2">Layout</th></tr>
<tr><td>MI comb area</td><td>1150 sq um</td></tr>
<tr><td>Post-route cell area</td><td>2560 sq um</td></tr>
<tr><td>Area growth from synthesis to layout</td><td>11.3%</td></tr>
<tr><td>Filler cell count</td><td>358</td></tr>
<tr><td>Layout cells sized above 1</td><td>7.23%</td></tr>
<tr><td>Sequential cell area</td><td>1080 sq um</td></tr>
<tr><td>Fraction of the core area covered by cells at the end of the flow</td><td>58.4%</td></tr>
<tr><td>Commonest cells after routing, fill and taps aside</td><td>sky130_fd_sc_hd__dfrtp_1 (43), sky130_fd_sc_hd__nand2_1 (22), sky130_fd_sc_hd__nor3_1 (16), sky130_fd_sc_hd__xnor2_1 (14), sky130_fd_sc_hd__nand4_1 (14)</td></tr>
<tr><td>Top cell excl fill/tap</td><td>sky130_fd_sc_hd__dfrtp_1</td></tr>
<tr><th colspan="2">Power and ir drop</th></tr>
<tr><td>Total power</td><td>1.37 mW</td></tr>
<tr><td>Power density relative to cell area</td><td>533 nW/um^2</td></tr>
<tr><td>Standby leakage power</td><td>1.11 nW</td></tr>
<tr><td>Worst voltage drop across the vdd grid</td><td>0.323 mV</td></tr>
<tr><th colspan="2">Hold path</th></tr>
<tr><td>HP Class</td><td>flip-flop to flip-flop</td></tr>
<tr><th colspan="2">Detailed routing</th></tr>
<tr><td>Wire length reported by the detailed router</td><td>4630 um</td></tr>
<tr><td>Wire length per cell after detailed routing</td><td>15.4 um</td></tr>
<tr><td>DR vias/cell</td><td>5.92</td></tr>
<tr><td>Count of routing violations after the opening detailed-route iteration</td><td>119</td></tr>
<tr><td>First-pass iteration count of the detailed router</td><td>5</td></tr>
<tr><td>DRC errors left</td><td>0</td></tr>
<tr><td>Vias after detailed routing</td><td>1782</td></tr>
<tr><td>Antenna diode count</td><td>0</td></tr>
<tr><td>Antenna-violating nets left</td><td>0</td></tr>
<tr><th colspan="2">GRT</th></tr>
<tr><td>Pin count of the biggest net entering global routing</td><td>44</td></tr>
<tr><td>Global route total overflow</td><td>0</td></tr>
<tr><td>Global-route wire length before repair</td><td>8000 um</td></tr>
<tr><td>Tot GR Track Use</td><td>21.2%</td></tr>
<tr><td>Vias in the first global route</td><td>1614</td></tr>
<tr><td>Initial antenna violation count</td><td>0</td></tr>
<tr><th colspan="2">Floorplan</th></tr>
<tr><td>Die boundary height</td><td>69.8 um</td></tr>
<tr><td>Ports placed on the boundary</td><td>12</td></tr>
<tr><td>Fraction of the core area occupied by cells at floorplan</td><td>52.5%</td></tr>
<tr><td>Die outline width</td><td>69.8 um</td></tr>
<tr><td>Area of the die</td><td>4870 sq um</td></tr>
<tr><td>Area inside the core boundary</td><td>4380 sq um</td></tr>
<tr><td>Row cnt</td><td>24</td></tr>
<tr><th colspan="2">Job</th></tr>
<tr><td>Reported max-cap violation count</td><td>0</td></tr>
<tr><td>Tool Warnings</td><td>27</td></tr>
<tr><th colspan="2">Status</th></tr>
<tr><td>Status</td><td>completed</td></tr>
</table>
[stage by stage]
stage          setup WS (ns)  hold WS (ns)  std cells
4_1_cts                0.405         0.480        301
6_report               0.388         0.475        301
5_1_grt                0.220         0.496        301
3_5_place_dp           0.111         0.466        293
2_1_floorplan          0.695         0.438        233
3_3_place_gp           0.154         0.469        293
[layer usage]
layer  global-route usage (%)  part of all wire [%]  routed length (um)  up-vias
met1                     36.7                    49                2290      853
met2                     30.7                    45                2090       46
met4                     2.22                  0.93                  43        0
met3                     3.98                   4.6                 211        5
met5                        0                     0                   0        -
li1                         -                     -                   -      878
[Yosys cell counts, types with 3 or more instances]
library cell               number
sky130_fd_sc_hd__dfrtp_1       43
sky130_fd_sc_hd__nand2_1       22
sky130_fd_sc_hd__nor3_1        16
sky130_fd_sc_hd__nand4_1       14
sky130_fd_sc_hd__xnor2_1       14
sky130_fd_sc_hd__nor2_1        13
sky130_fd_sc_hd__inv_1         12
sky130_fd_sc_hd__nand3_1       10
sky130_fd_sc_hd__xor2_1         9
sky130_fd_sc_hd__a21oi_1        6
sky130_fd_sc_hd__and4_1         6
sky130_fd_sc_hd__o21ai_0        6
sky130_fd_sc_hd__mux2i_1        5
sky130_fd_sc_hd__and3_1         4
sky130_fd_sc_hd__clkbuf_1       4
sky130_fd_sc_hd__ha_1           4
sky130_fd_sc_hd__buf_2          3
sky130_fd_sc_hd__nor4_1         3
[cell families (layout without fill, tap and decap cells)]
family	count (synthesis)	in the layout	share of synthesized area [%]
simple gates	106	106	26.7
buf+inv	19	35	3.26
compound gates	32	32	9.69
mux	6	6	2.67
flops	43	43	46.8
xor+xnor	23	23	8.76
fa+ha+maj	4	4	2.18
[critical path, delay by kind of cell]
kind                      cells  cell delay (ns)
and+or+nand+nor               4             1.13
buffers and inverters         1             0.58
xor gates and xnor gates      1             0.16
[registers in the layout, indices dropped and copies added, names as in the netlist]
name and count:
counter 4, clk_div 32, dry_ongoing 1, spin_ongoing 1, state 3, finished 1
wash_ongoing 1
[where the power goes]
group          total, mW  internal (mW)  switching, mW
sequential         0.782          0.714         0.0684
combinational      0.167         0.0832         0.0838
clock              0.416          0.188          0.228
[final cells by class]
type | count | share of cell area (%)
Tap cell | 52 | 2.54
Multi-Input combinational cell | 171 | 44.9
Timing Repair Buffer | 15 | 5.47
Clock inverter | 2 | 0.489
Clock buffer | 6 | 2.83
Inverter | 12 | 1.76
Sequential cell | 43 | 42.0
[final timing paths]
| kind | startpoint | endpoint | slack (ns) | cells past startpoint |
|---|---|---|---|---|
| max | power | clk_div[19] | 0.39 | 6 |
| min | clk_div[31] | clk_div[31] | 0.48 | 1 |
| max reg2reg | clk_div[0] | counter[0] | 0.42 | 7 |
| min reg2reg | clk_div[31] | clk_div[31] | 0.48 | 1 |
| max in group asynchronous | reset | clk_div[11] | 1.57 | 3 |
| min in group asynchronous | reset | clk_div[4] | 0.65 | 3 |
No activity file was given, so power comes from the tool's default toggle rates.
